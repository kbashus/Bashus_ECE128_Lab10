==> flow/config.mk <==
export PLATFORM = sky130hd
export DESIGN_NAME = RAM
export DESIGN_NICKNAME = RAM
export VERILOG_FILES = /design/flow/design.v
export SDC_FILE = /design/flow/constraint.sdc
export NUM_CORES = 4
export LEC_CHECK = 1
export CORE_UTILIZATION = 30
==> flow/constraint.sdc <==
current_design RAM

set clk_period 4.6
set clk_io_pct 0.2

create_clock -name clk0 -period $clk_period [get_ports {i_clk}]

set non_clock_inputs [all_inputs -no_clocks]
set_input_delay [expr $clk_period * $clk_io_pct] -clock clk0 $non_clock_inputs
set_output_delay [expr $clk_period * $clk_io_pct] -clock clk0 [all_outputs]
==> flow/design.v <==
`timescale 1ns / 1ps
module RAM(i_clk, i_write_data, i_addr, i_write_en, i_rst, o_read_data);
    parameter DATA_W = 8;
    parameter SIZE = 8;
    parameter ADDR_W = 3;
    input i_clk, i_rst, i_write_en;
    input [ADDR_W-1:0] i_addr;
    input [DATA_W-1:0] i_write_data;
    output reg [DATA_W-1:0] o_read_data;
    reg [DATA_W-1:0] mem[0:SIZE-1]; 
    integer i;  
    always @ (posedge i_clk) begin 
    if(i_rst) begin  
     for(i = 0; i < SIZE; i=i+1) begin  
        mem[i] <= 0;  
     end
    end
    else begin 
        if(i_write_en)  
        mem[i_addr] <= i_write_data;
        else  
        o_read_data <= mem[i_addr];
      end
    end
endmodule
==> flow/run.sh <==
#!/bin/bash
# OpenROAD 26Q1-2900-gdf79404cd8, Yosys 0.63+post, stock flow scripts
make -C /OpenROAD-flow-scripts/flow DESIGN_CONFIG=/design/flow/config.mk WORK_HOME=/design/flow/orfs finish
==> results.yml <==
# implementation run metrics
global_route:
  grt_first_pass_wirelength_mm: 10.2
  grt_pass1_vias: 1894
  gr-total-overflow: 0
  antenna_found_initial: 0
  grt_max_degree: 21
  grt_usage_pct: 13.1
critical_path:
  startpoint_type: "primary input"
  worst-path-max-fanout: 18
  rr_worst_depth: 2
  crit_arrival_ns: 3.18
  reg2reg_slack_ns: 3.15
  crit_required_ns: 4.57
  reg2reg_to: "o_read_data[4]"
  worstReg2RegStart: "mem[2][4]"
  end_kind: "flip-flop"
  critPathKind: "in2reg"
floorplanning:
  fp.dieW_um: 106
  core.rowCount: 37
  core_area_um2: 10400
  die_area_um2: 11300
  fp_util_pct: 31.3
  die_y_um: 106
  ios: 22
clock_network:
  cts_tree: "yes"
  htree_levels: 3
  clock_path_buffers: 2
  cts_root_buf: "clkbuf_8"
  clkSinkCount: 72
  cts_buffers: 9
  clkSlewWorstSetupHoldPaths_ns: 0.07
  hold_buffers: 0
  insertion_delay_ns: 0.34
  cts_setup_buffers: 0
  cts_resized: 0
sta:
  fin_skew_ns: 0.00647
  min_period_over_period_pct: 69.9
  fin_ws_ns: 1.39
  relSlewSlack_pct: 38.7
  fin_crit_ns: 3.21
  tightest_slew_ns: 0.918
  rsz0062_at_grt: "false"
  tns_ns: 0
  final-max-slew-violation-count: 0
  hold_slack_ns: 0.757
  finalSetupViolCount: 0
  hold_viol: 0
  max_freq_mhz: 311
drt:
  wirelength_mm: 6.38
  drc_errors: 0
  drtIter0Drc: 77
  dr.pass1.iters: 4
  wl_per_cell_um: 17.8
  vias_per_cell: 4.92
  antenna_left: 0
  num_vias: 1766
  n_antenna_cell: 0
power_and_ir_drop:
  power.static_leakage_uw: 0.00113
  p_int_uw: 1010
  comb_power_share_pct: 9.6
  power_density_nw_per_um2: 350
  vdd_drop_max_mv: 0.111
  seqPwrFrac_pct: 60.4
  switching_share_pct: 21.8
  p_switching_uw: 281
  pwr-share-clk_pct: 29.9
synthesis:
  top_cell: "edfxtp_1"
  ff_type: "edfxtp_1"
  top_area_share_pct: 66.4
  edf_count: 72
  ys_area_um2: 3260
  area_leaders: "edfxtp_1 66%, nor3_1 9.8%, mux4_1 6.5%"
  synthCells: 203
  ys_warn_count: 1
  ys_seq_share_pct: 66.4
  synthArstFlopShare_pct: 0
  ys_cells: 203
  netlist_area_um2: 3260
  ys_seq_elements: 72
  yosysUniqueCellTypes: 19
  avgSynthCellArea_um2: 16.0
  synthTopCellsByCount: "72 x edfxtp_1, 64 x nor3_1, 10 x buf_2"
  top_area_cell: "edfxtp_1"
hold_path:
  min_from: "mem[6][0]"
  whs_path_depth: 2
  holdPathEnd: "o_read_data[0]"
  hp-class: "reg2reg"
place:
  dp_slack_ns: 1.01
  dp_hpwl_mm: 4.49
  gp_congestion: 0.840
  io_buffers: 21
cells_and_area:
  drive_gt1_share_pct: 14.3
  areaGrowthSynthToFinish_pct: 12.8
  fillers: 968
status:
  outcome: "completed"
flow_run:
  maxCapViolations: 0
  tool_warnings: 25
==> flip-flops by register name (all words and copies together) (netlist names) <==
register,count
o_read_data,8
mem,64
==> cell families (layout without fill, tap and decap cells) <==
group	count (synthesis)	count (layout)	synth area share, %
compound gates	8	8	1.84
buf+inv	28	48	5.45
flops	72	72	66.4
mux	24	24	15.2
simple gates	71	71	11.1
==> per-stage QoR <==
step           power, uW  cells  area [um^2]  util (%)
4_1_cts             1300    359         3680      35.3
3_5_place_dp         918    346         3540      33.9
6_report            1290    359         3680      35.3
2_1_floorplan        872    203         3260         -
5_1_grt             1340    359         3680      35.3
3_3_place_gp         915    346         3540      33.9
==> power groups by stage <==
stage	registers, uW	clock network [uW]	logic [uW]
4_1_cts	778	392	126
5_1_grt	781	421	135
6_report	777	385	124
==> worst max path at each step <==
| stage | cells after the start | start | slack [ns] | endpoint |
|---|---|---|---|---|
| 5_1_grt | 3 | i_addr[1] | 1.14 | mem[6][6] |
| 6_report | 3 | i_addr[1] | 1.39 | mem[6][6] |
| 4_1_cts | 3 | i_addr[1] | 1.33 | mem[6][6] |
==> final cells by class <==
cell class	instances	area, um^2	area share (%)
Tap cell	136	170	4.63
Multi-Input combinational cell	103	918	25.0
Clock inverter	3	12.5	0.340
Sequential cell	72	2160	58.8
Inverter	8	30.0	0.817
Clock buffer	10	128	3.47
Timing Repair Buffer	27	255	6.94
==> routing by layer <==
| layer | routed length, um | up-vias | track usage (%) |
|---|---|---|---|
| li1 | - | 836 | - |
| met1 | 2670 | 860 | 18.5 |
| met2 | 3030 | 60 | 19.8 |
| met3 | 541 | 10 | 6.50 |
| met4 | 136 | 0 | 1.79 |
| met5 | 0 | - | 0 |
==> critical path: stages <==
cell and delay, ns:
clkdlybuf4s50_1 0.92, nand2b_1 0.54, o21bai_1 0.79
==> layout by cell type, fill, tap and decap left out, drive strengths merged <==
master	Yosys	layout
nand2	1	1
edfxtp	72	72
mux2	8	8
or3b	1	1
o21bai	8	8
or2	1	1
clkinv	8	11
buf	19	6
clkbuf	1	10
nor2	1	1
clkdlybuf4s50	0	21
mux4	16	16
nand2b	2	2
nor3	64	64
nand3b	1	1
Power is estimated from default activity; no workload was simulated.
